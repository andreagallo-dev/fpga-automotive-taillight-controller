$ cat flow/design.v
`timescale 1ns / 1ps
module debouncer (
    input clk,
    input rst,
    input btn_in,
    output reg btn_out
);
    reg [20:0] counter;  
    always @(posedge clk) begin
        if (rst) begin 
            counter <= 0;             
            btn_out <= 0;
        end
        else if (btn_in != btn_out) begin
            counter <= counter + 1;
            if (counter == 21'd2_000_000)  btn_out <= btn_in;  
        end 
        else counter <= 0;
    end
endmodule
module clock_divider (
    input clk,       
    input rst,                      
    output reg clk_1Hz,
    output reg clk_1kHz
);
    reg [26:0] counter_1Hz;          
    reg [16:0] counter_1kHz;         
    always @(posedge clk) begin     
        if (rst) begin 
            counter_1Hz <= 0;
            clk_1Hz <= 0;
        end
        else if (counter_1Hz == 27'd50_000_000 -1) begin    
            clk_1Hz <= ~clk_1Hz;
            counter_1Hz <= 0;
        end 
        else 
            counter_1Hz <= counter_1Hz + 1;
    end
    always @(posedge clk) begin     
        if(rst) begin 
            counter_1kHz <= 0;             
            clk_1kHz <= 0;
        end
        else if (counter_1kHz == 17'd50_000 -1) begin       
            clk_1kHz <= ~clk_1kHz;
            counter_1kHz <= 0;
        end 
        else 
            counter_1kHz <= counter_1kHz + 1;
    end
endmodule
module fsm (
    input clk,
    input rst,
    input brake_btn,
    input emergency_btn,
    input reverse_sw,
    input left_sw,
    input right_sw,
    input four_way_sw,
    input blink,                    
    output reg [4:0] leds,         
    output reg emergency_active    
);
    localparam[2:0]
     EMERGENCY  = 3'd0,
     LEFT_TURN  = 3'd1,
     RIGHT_TURN = 3'd2,
     FOUR_WAY   = 3'd3,
     NORMAL     = 3'd4;
    reg [2:0] current_state, next_state;
    reg [1:0] turn_leds;            
    always @(posedge clk) begin
        if (rst) current_state <= NORMAL;
        else current_state <= next_state;
    end
    always @(*) begin
        next_state = current_state;  
        if (emergency_btn) begin
            next_state = (current_state == EMERGENCY) ? NORMAL : EMERGENCY;
        end
        else if (current_state != EMERGENCY) begin
            case (current_state)
                NORMAL: begin  
                    if (four_way_sw)       next_state = FOUR_WAY;
                    else if (left_sw)      next_state = LEFT_TURN;
                    else if (right_sw)     next_state = RIGHT_TURN;
                end
                LEFT_TURN:  if (!left_sw && !four_way_sw)   next_state = NORMAL;
                RIGHT_TURN: if (!right_sw && !four_way_sw)  next_state = NORMAL;
                FOUR_WAY:   if (!four_way_sw)               next_state = NORMAL;
            endcase
        end
    end
    always @(*) begin
        leds = 5'b00000;  
        emergency_active = 0;
        turn_leds = 2'b00;
        case (current_state)
            LEFT_TURN:  turn_leds = {blink, 1'b0};  
            RIGHT_TURN: turn_leds = {1'b0, blink};  
            FOUR_WAY:   turn_leds = {blink, blink};  
            EMERGENCY:  turn_leds = {blink, blink};  
            default:    turn_leds = 2'b00;
        endcase
        if (current_state == EMERGENCY) begin
            emergency_active = 1;
            leds[1] = turn_leds[1];  
            leds[0] = turn_leds[0];  
            leds[3] = 1'b1;          
            leds[2] = 1'b1;          
            leds[4] = reverse_sw;    
        end else begin  
            emergency_active = 0;
            leds[1] = turn_leds[1];  
            leds[0] = turn_leds[0];  
            if (brake_btn) begin     
                leds[3] = 1'b1;
                leds[2] = 1'b1;
            end
            leds[4] = reverse_sw;    
        end
    end
endmodule
module emergency_timer (
    input clk,               
    input reset_as,          
    input enable,            
    output reg [3:0] minutes,
    output reg [5:0] seconds
);
    reg reset_sync;
    always @(posedge clk) reset_sync <= reset_as;
    always @(posedge clk) begin
        if (reset_sync || !enable) begin  
            minutes <= 0;
            seconds <= 0;
        end
        else if (enable) begin  
            if (seconds == 59) begin
                seconds <= 0;
                minutes <= (minutes == 15) ? 0 : minutes + 1;  
            end
            else seconds <= seconds + 1;
        end
    end
endmodule
module seven_seg_driver (
    input clk_1kHz,          
    input rst,              
    input enable,            
    input [3:0] minutes,
    input [5:0] seconds,
    output reg [7:0] AN,     
    output reg [6:0] segments  
);
    reg [1:0] digit_sel;     
    reg [3:0] digit_value;   
    reg [3:0] minutes_reg;
    reg [5:0] seconds_reg;
    wire [3:0] min_tens = minutes_reg / 10;
    wire [3:0] min_units = minutes_reg % 10;
    wire [3:0] sec_tens = seconds_reg / 10;
    wire [3:0] sec_units = seconds_reg % 10;
    always @(posedge clk_1kHz) begin
        if (rst || !enable) begin  
            digit_sel <= 2'd0;
            AN <= 8'b11111111;       
            segments <= 7'b1111111;  
            minutes_reg <= 0;
            seconds_reg <= 0;
        end
        else begin
            minutes_reg <= minutes;  
            seconds_reg <= seconds;
            AN <= 8'b11111111;  
            case (digit_sel)
                2'd0: begin AN <= 8'b11111110; digit_value = sec_units; end 
                2'd1: begin AN <= 8'b11111101; digit_value = sec_tens;  end 
                2'd2: begin AN <= 8'b11111011; digit_value = min_units; end 
                2'd3: begin AN <= 8'b11110111; digit_value = min_tens;  end 
            endcase
            case (digit_value)
                4'h0: segments <= 7'b1000000;  
                4'h1: segments <= 7'b1111001;  
                4'h2: segments <= 7'b0100100;  
                4'h3: segments <= 7'b0110000;  
                4'h4: segments <= 7'b0011001;  
                4'h5: segments <= 7'b0010010;  
                4'h6: segments <= 7'b0000010;  
                4'h7: segments <= 7'b1111000;  
                4'h8: segments <= 7'b0000000;  
                4'h9: segments <= 7'b0010000;  
                default: segments <= 7'b1111111;  
            endcase
            digit_sel <= digit_sel + 1;  
        end
    end
endmodule
module top (
    input CLK100MHZ,
    input BTNC, BTNU, BTNL,  
    input [15:0] swt,       
    input rst,                  
    output [15:0] led,      
    output [7:0] AN,        
    output [6:0] segments   
);
    wire clk_1Hz, clk_1kHz;
    wire brake_debounced, btnu_debounced, btnl_debounced, reverse_debounced;
    wire [4:0] leds_fsm;     
    wire [3:0] minutes;
    wire [5:0] seconds;
    wire emergency_active;  
    clock_divider clk_div(CLK100MHZ, rst, clk_1Hz, clk_1kHz);
    debouncer deb_brake(CLK100MHZ, rst, BTNC, brake_debounced);
    debouncer deb_reverse(CLK100MHZ, rst, swt[8], reverse_debounced);  
    debouncer deb_u(CLK100MHZ, rst, BTNU, btnu_debounced);
    debouncer deb_l(CLK100MHZ, rst, BTNL, btnl_debounced);
    wire emergency_btn = btnu_debounced & btnl_debounced;
    fsm fsm_inst(
        .clk(CLK100MHZ),  
        .rst(rst),                              
        .brake_btn(brake_debounced),
        .emergency_btn(emergency_btn),
        .reverse_sw(reverse_debounced),
        .left_sw(swt[15]),          
        .right_sw(swt[0]),          
        .four_way_sw(swt[7]),      
        .blink(clk_1Hz),           
        .leds(leds_fsm),             
        .emergency_active(emergency_active)
    );
    emergency_timer timer(clk_1Hz, ~emergency_active, emergency_active, minutes, seconds);
    seven_seg_driver display(clk_1kHz, rst, emergency_active, minutes, seconds, AN, segments);
    assign led[0]  = leds_fsm[2];                
    assign led[15] = leds_fsm[3];                
    assign led[7]  = leds_fsm[2] | leds_fsm[3];  
    assign led[1]  = leds_fsm[0];                
    assign led[14] = leds_fsm[1];                
    assign led[6]  = leds_fsm[4];                
endmodule
$ cat flow/run.sh
#!/bin/bash
# OpenROAD 26Q1-2900-gdf79404cd8, Yosys 0.63+post, stock flow scripts
make -C /OpenROAD-flow-scripts/flow DESIGN_CONFIG=/design/flow/config.mk WORK_HOME=/design/flow/orfs finish
$ cat flow/constraint.sdc
current_design top

set clk_period 4.0
set clk_io_pct 0.2

create_clock -name clk0 -period $clk_period [get_ports {CLK100MHZ}]

set non_clock_inputs [all_inputs -no_clocks]
set_input_delay [expr $clk_period * $clk_io_pct] -clock clk0 $non_clock_inputs
set_output_delay [expr $clk_period * $clk_io_pct] -clock clk0 [all_outputs]
$ cat flow/config.mk
export PLATFORM = sky130hd
export DESIGN_NAME = top
export DESIGN_NICKNAME = top
export VERILOG_FILES = /design/flow/design.v
export SDC_FILE = /design/flow/constraint.sdc
export NUM_CORES = 4
export LEC_CHECK = 1
export CORE_UTILIZATION = 30
==> metrics.yaml <==
min_path:
  hp-start: "clk_div.counter_1kHz[0]"
  hold_depth: 1
  holdPathEnd: "clk_div.counter_1kHz[0]"
  min_path_type: "flip-flop to flip-flop"
yosys:
  synth-xor-area-share_pct: 12.4
  ys_sh_aoi_pct: 7.39
  logic_family: "simple AND/OR/NAND/NOR gates"
  async_reset_ff_share_pct: 0
  synthAdderAreaFrac_pct: 4.89
  top_cell_area_share_pct: 40.5
  ys_area_um2: 8450
  top_area_cell: "dfxtp_1"
  yosys_cells: 1005
  simple_gate_share_pct: 27.6
  synthTopCellsByArea: "dfxtp_1, xor2_1, nor2_1"
  edf_count: 0
  synth_warnings: 15
  synth-seq-area-share_pct: 40.5
  netlist_area_um2: 8450
  synth_cells: 1005
  ys_ff: 171
  ys.flop_type: "dfxtp_1"
  syn_avg_cell_area_um2: 8.41
  mux_area_share_pct: 1.94
  ys_types: 64
outcome:
  status: "finished clean"
pwr:
  p_int_mw: 2.44
  pwr-share-clk_pct: 51.2
  p_per_area_nw_per_um2: 325
  combPwrFrac_pct: 3.9
  ir_worst_vdd_v: 0.000301
  netSwitchingFraction_pct: 21.9
  p_switching_mw: 0.682
  p_leak_nw: 3.51
  p_seq_share_pct: 45.0
routing:
  wl_per_cell_um: 10.7
  routed_wl_um: 15100
  antenna_left: 0
  post_drt_via_cell_ratio: 4.51
  vias: 6331
  drc: 0
  drt_iter0_drc: 277
  dr.pass1.iters: 5
  diodes: 0
timing:
  period_needed_ns: 3.07
  rsz0062_at_grt: "no"
  max_freq_mhz: 326
  final_max_slew_viol_count: 0
  hold_ws_ns: 0.437
  unclocked_pins: 34
  finalCritPeriodShare_pct: 76.8
  untimed_endpoints: 45
  max-slew-margin-rel_pct: 47.3
  fin_skew_ns: 0.0103
  fin_setup_tns_ns: 0
  hold_viol_final: 0
  worstMarginPinSlew_ns: 0.791
  setup_viol: 0
  layout_setup_ws_ns: 0.930
finish:
  layout-drive-gt1-share_pct: 5.16
  largest_reg_flops: 27
  area_growth_pct: 13.5
  regMostFlops: "clk_div.counter_1Hz"
floorplan:
  core.rowCount: 61
  die_area_um2: 28800
  fp-utilization_pct: 30.4
  core_um2: 27800
  die_x_um: 170
  io_pins: 52
  die_h_um: 170
critical_path:
  cp_data_required_time_ns: 3.20
  worstRegToRegCells: 7
  start_kind: "flip-flop"
  critPathKind: "flip-flop to output port"
  rr_startpoint: "clk_div.counter_1Hz[2]"
  r2r_end: "clk_div.counter_1Hz[26]"
  reg2reg_slack_ns: 1.68
  cp_max_fo: 10
  worstPathArrival_ns: 2.27
  crit_path_end_kind: "output port"
global_routing:
  overflow: 0
  grt_pass1_vias: 5845
  grt_pass1_wl_um: 26700
  grt_usage_pct: 11.1
  grt_start_max_net_pins: 28
  antenna_found_initial: 0
job:
  drv_cap: 0
  warnings: 53
cts:
  cts_root_buffer: "clkbuf_16"
  clockBufferDepth: 2
  post_cts_resized: 0
  cts_tree: "yes"
  cts_buffers: 17
  insertion_delay_ns: 0.41
  post-cts-setup-buffers: 0
  cts_hold_buf: 0
  path_clk_slew_ns: 0.06
  htree_levels: 4
placement:
  place_hpwl_um: 10600
  gp_congestion: 0.913
  place_ws_ns: 1.23
  io_buffers: 25
## synthesized netlist by cell type, types with 5 or more instances
library cell,n
nor2_1,173
dfxtp_1,171
xor2_1,82
nand2_1,80
nand3_1,65
inv_1,44
xnor2_1,38
ha_1,33
nand4_1,29
clkbuf_1,27
a21oi_1,25
nor3_1,23
o21ai_0,22
and3_1,18
buf_4,18
and2_1,17
mux2i_1,13
nand2b_1,12
and4_1,10
nor4_1,9
or3_1,9
or2_2,7
o211ai_1,5
## stage by stage
| step | utilization, % | power (mW) | cells | area (um2) |
|---|---|---|---|---|
| global route | 34.5 | 3.26 | 1405 | 9590 |
| CTS | 34.5 | 3.17 | 1405 | 9590 |
| finish | 34.5 | 3.12 | 1405 | 9590 |
| detailed placement | 32.3 | 1.55 | 1373 | 8980 |
| global placement | 32.3 | 1.55 | 1373 | 8980 |
| floorplan | - | 1.53 | 1017 | 8500 |
## per-layer routing
| layer | vias to the layer above | GRT usage, % | routed length (um) |
|---|---|---|---|
| li1 | 3399 | - | - |
| met2 | 60 | 17.8 | 6690 |
| met4 | 0 | 1.61 | 237 |
| met5 | - | 0 | 0 |
| met1 | 2854 | 16.5 | 7820 |
| met3 | 18 | 1.63 | 309 |
## power groups by stage
stage | combinational (mW) | sequential (mW) | clock (mW)
finish | 0.121 | 1.40 | 1.60
CTS | 0.124 | 1.40 | 1.65
global route | 0.140 | 1.40 | 1.71
## worst max-delay path by stage
stage,startpoint,to,slack (ns),cells after the start
CTS,fsm_inst.current_state[0],led[0],0.84,4
global route,fsm_inst.current_state[0],led[7],0.71,4
finish,fsm_inst.current_state[0],led[0],0.93,4
## placed cells by master (no fill, tap or decap), types with 18 or more instances in the layout
| cell | synthesis | routed |
|---|---|---|
| inv_1 | 44 | 44 |
| xnor2_1 | 38 | 38 |
| and3_1 | 18 | 18 |
| nand3_1 | 65 | 65 |
| nor3_1 | 23 | 23 |
| nor2_1 | 173 | 173 |
| dfxtp_1 | 171 | 171 |
| clkdlybuf4s50_1 | 0 | 25 |
| nand4_1 | 29 | 29 |
| nand2_1 | 80 | 80 |
| ha_1 | 33 | 33 |
| a21oi_1 | 25 | 25 |
| o21ai_0 | 22 | 22 |
| xor2_1 | 82 | 82 |
## cell type report
type	count	area [um2]
Inverter	44	165
Sequential cell	171	3420
Timing Repair Buffer	28	273
Fill cell	2866	18200
Clock buffer	20	447
Clock inverter	12	164
Tap cell	378	473
Multi-Input combinational cell	752	4650
## logic make-up after synthesis
family / after synthesis
AOI/OAI and AO/OA: 92
other: 2
adders and majority gates: 33
and+or+nand+nor: 477
buffers and inverters: 94
muxes: 16
DFF: 171
xor gates and xnor gates: 120
## critical path: stages (launching register included)
cell	delay (ns)
dfxtp_1	0.43
nor3_1	0.60
inv_1	0.19
nand2b_1	0.17
clkdlybuf4s50_1	0.48
No activity file was given, so power comes from the tool's default toggle rates.
